**flow/design.v**
```verilog
module InstMem (input [5:0] addr, output [31:0] data_out);
reg [31:0] mem [0:63];
initial begin
mem[0]  = 32'b00000000111100000000000110010011; 
mem[1]  = 32'b00000001010000000000000010010011;
mem[2]  = 32'b00000010010000001000000100010011; 
mem[3]  = 32'b00000000001100010000000010110011;
mem[4]  = 32'b01000000001100010000000010110011;
mem[5]  = 32'b00000000001100010100000010110011;
mem[6]  = 32'b00000000001100010110000010110011;
mem[7]  = 32'b00000000001100010111000010110011;
mem[8]  = 32'b00000000001100010001000010110011;
mem[9]  = 32'b00000000001100010101000010110011;
mem[10] = 32'b01000000001100010101000010110011;
mem[11] = 32'b00000000001100010010000010110011;
mem[12] = 32'b00000000001100010011000010110011;
mem[13] = 32'b00000000001000010000000010010011;
mem[14] = 32'b00000000001000010100000010010011;
mem[15] = 32'b00000000001000010110000010010011;
mem[16] = 32'b00000000001000010111000010010011;
mem[17] = 32'b00000000001000010001000010010011;
mem[18] = 32'b00000000001100010101000010010011;
mem[19] = 32'b01000000001100010101000010010011;
mem[20] = 32'b00000000001100010010000010010011;
mem[21] = 32'b00000000001100010011000010010011;
mem[22] = 32'b00000000000100010000000100100011;  
mem[23] = 32'b00000000000100010001000100100011;
mem[24] = 32'b00000000000100010010000100100011;
mem[25] = 32'b00000000001000010000000010000011;
mem[26] = 32'b00000000001000010001000010000011;
mem[27] = 32'b00000000001000010010000010000011;
mem[28] = 32'b00000000001000010100000010000011;
mem[29] = 32'b00000000001000010101000010000011; 
mem[30] = 32'b00000000001000001000001001100011;
mem[31] = 32'b00000000001000001001001001100011;
mem[32] = 32'b00000000001000001100001001100011;
mem[33] = 32'b00000000001000001101001001100011;
mem[34] = 32'b00000000001000001110001001100011;
mem[35] = 32'b00000000001000001111001001100011;
mem[36] = 32'b00000000000000001100000010110111;
mem[37] = 32'b00000000000000001100000010010111;
mem[38] = 32'b00000000000000000000000001110011;
end
assign data_out = mem[addr];
endmodule
```
**flow/run.sh**
```bash
#!/bin/bash
# OpenROAD 26Q1-2900-gdf79404cd8, Yosys 0.63+post, stock flow scripts
make -C /OpenROAD-flow-scripts/flow DESIGN_CONFIG=/design/flow/config.mk WORK_HOME=/design/flow/orfs finish
```
**flow/config.mk**
```make
export PLATFORM = sky130hd
export DESIGN_NAME = InstMem
export DESIGN_NICKNAME = InstMem
export VERILOG_FILES = /design/flow/design.v
export SDC_FILE = /design/flow/constraint.sdc
export NUM_CORES = 4
export LEC_CHECK = 1
export CORE_AREA = 10 10 75 75
export DIE_AREA = 0 0 85 85
```
**flow/constraint.sdc**
```tcl
current_design InstMem

set clk_period 1.5
set clk_io_pct 0.2

create_clock -name clk0 -period $clk_period

set non_clock_inputs [all_inputs -no_clocks]
set_input_delay [expr $clk_period * $clk_io_pct] -clock clk0 $non_clock_inputs
set_output_delay [expr $clk_period * $clk_io_pct] -clock clk0 [all_outputs]
```
==> flow_summary.toml <==
# physical design summary
[logic_synthesis]
ys_types = 40
synth.avg_cell_area_um2 = 6.80
yosys.area.top_type = "buf_4"
ys_area_um2 = 734
syn_inst = 108
top_cells_by_area = "buf_4 (13%), ha_1 (12%), a21oi_1 (8.9%)"
top_area_share_pct = 13.3
ys_seq_share_pct = 0
yosys_cells = 108
syn_area_um2 = 734
yosysWarnings = 1

[power]
powerDensity_nw_per_um2 = 278
ir_drop_v = 0.000114
p_leak_uw = 0.000753

[die]
ioPinCount = 38
coreArea_um2 = 4060
die_y_um = 85
fp_util_pct = 18.1
rows = 23
fp.dieW_um = 85
die_area_um2 = 7230

[worst_hold_path]
hp-class = "in -> out"

[sta]
layout_setup_ws_ps = -280
period_minus_slack_ps = 1780
finalSetupViolCount = 13
tns_ps = -1680
fmax_ghz = 0.562
timing.final.crit_share_pct = 119
rsz0062_at_grt = "true"
drv_slew = 0
final_hold_viol_count = 0

[detailed_routing]
drc = 0
drt-wirelength-per-cell_um = 15.5
antennaDiodeCount = 0
vias_per_cell = 4.70
first_pass_iters = 4
drtIter0Drc = 98
routed_wl_mm = 3.46
via_count = 1047
postRouteAntennaNets = 0

[critical_path]
crit_fanout = 4
cp_top_family = "AND-OR/OR-AND gates"
crit_path_end = "data_out[13]"
cp_num_buf_inv = 5
cp.arrival_ps = 1480
crit_chain = "buf_8, inv_6, ha_4, buf_6, buf_4, nand2_1, o21ai_0, a21oi_1, a221o_1, buf_2"
worstSetupPathDepth = 10
crit_path_end_kind = "primary output"
start_kind = "primary input"
cpPeakStageDelay_ps = 260
critPathKind = "in -> out"
cp-startpoint = "addr[1]"
cp_slowest_cell = "ha_4"
critPathRequiredTime_ps = 1200

[place]
place_ws_ps = -1010
place.gp.congestion = 0.883
dp.cells = 198
port_buffers = 25
placed_area_um2 = 1160
detailed_place_hpwl_mm = 2.03

[grt]
grt_max_degree = 10
track_usage_pct = 8.15
grt_antenna_before_repair = 0
overflow = 0
grt_pass1_wl_mm = 5.18
grt_pass1_vias = 1046

[final_layout]
drive_above_1_share_pct = 64.2
clock_buffers = 0
fin_area_um2 = 1640
stdcell_count = 223
syn_to_final_growth_pct = 123
utilization_pct = 40.3
flops = 0
flop_area_um2 = 0

[status]
violations = "negative setup slack"
status = "finished with violations"

[run]
maxCapViolations = 0
warning_count = 40

[clocking]
postCtsHoldBufs = 0
==> worst min path at each step <==
stage | startpoint | to | slack, ps | cells past startpoint
finish | addr[1] | data_out[7] | 1030 | 4
global route | addr[1] | data_out[7] | 1050 | 4
CTS | addr[1] | data_out[7] | 1030 | 4
==> synth_stat cells (2+ instances only) <==
library cell  number
ha_1               7
nand2_1            9
buf_4             13
nor2_1             7
a211oi_1           3
o21ai_0            3
buf_2              4
buf_6              4
o21ai_1            2
a31oi_1            2
inv_1              4
nor2b_2            2
nand3b_1           3
a21oi_1           13
conb_1             2
and3_1             4
a22oi_1            2
nand3_1            2
==> kinds of logic (layout without fill, tap and decap cells) <==
family / Yosys count / after routing / synth area share (%)
AND-OR/OR-AND: 37 / 37 / 33.6
adder cells (fa/ha/maj): 7 / 7 / 11.9
buffers and inverters: 26 / 80 / 24.7
multiplexers: 2 / 2 / 2.90
other: 2 / 13 / 1.02
AND/OR/NAND/NOR: 34 / 34 / 25.9
==> through the flow <==
step | total power, uW | hold slack [ps]
6_report | 455 | 1030
5_1_grt | 488 | 1050
4_1_cts | 408 | 1030
3_5_place_dp | 312 | 1720
3_3_place_gp | 312 | 1710
2_1_floorplan | 162 | 704
==> timing repair <==
item / CTS / global route
buffers inserted: 21 / 4
setup endpoints to repair: 19 / 18
resized: 128 / 22
pin swaps: 21 / 11
cloned: 2 / 0
==> final cells by class <==
cell class | instances | area (um^2)
fillers | 368 | 2420
inverters | 5 | 31.3
well taps | 50 | 62.6
multi-input cells | 93 | 806
repair buffers | 75 | 736
==> cell usage in the layout (no fill, tap or decap), drive strengths merged, types with 2 or more instances in the layout <==
cell / netlist / final
clkdlybuf4s15: 0 / 3
nand3b: 3 / 3
nor2b: 2 / 2
ha: 7 / 7
conb: 2 / 13
buf: 21 / 66
and3: 4 / 4
a31oi: 2 / 2
o21ai: 5 / 5
inv: 5 / 5
nor2: 9 / 9
a21oi: 13 / 13
nand2: 9 / 9
a22oi: 2 / 2
a211oi: 3 / 3
nand3: 3 / 3
bufbuf: 0 / 2
dlygate4sd2: 0 / 3
==> power by group <==
| part | internal, uW | total (uW) | switching, uW | leakage [uW] |
|---|---|---|---|---|
| logic | 261 | 455 | 194 | 0.000753 |
| clock network | 0 | 0 | 0 | 0 |
| registers | 0 | 0 | 0 | 0 |
==> per-layer routing <==
| metal | vias to the layer above | track usage, % | share of wire (%) |
|---|---|---|---|
| met3 | 6 | 2.41 | 8.8 |
| met2 | 46 | 13.1 | 47 |
| met4 | 0 | 0.299 | 0.87 |
| li1 | 500 | - | - |
| met5 | - | 0 | 0 |
| met1 | 495 | 11.0 | 44 |
==> worst min-delay path, delay by kind of cell <==
kind,cells,cell delay [ps]
buffers and inverters,3,350
AND-OR/OR-AND,1,80
Power is estimated from default activity; no workload was simulated.
