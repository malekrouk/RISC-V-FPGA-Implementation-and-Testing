File: design/flow/design.v
`timescale 1ns / 1ps
module RegFile #(parameter N=32)(input rst,input clk,input [4:0] readReg1,readReg2,writeReg,input enable,input [N-1:0] writeData,
output [N-1:0] readData1, readData2  );
reg [N-1:0] Regfile[31:0];
assign readData1 = Regfile[readReg1];
assign readData2 = Regfile[readReg2];
integer j;
always @(posedge clk or posedge rst)
begin
if(rst)
begin
for(j=0; j<32; j=j+1)
Regfile[j]= 1'b0;
end
else if(enable==1 && writeReg !=0)
Regfile[writeReg] = writeData;
end
endmodule
File: design/flow/run.sh
#!/bin/bash
# OpenROAD 26Q1-2900-gdf79404cd8, Yosys 0.63+post, stock flow scripts
make -C /OpenROAD-flow-scripts/flow DESIGN_CONFIG=/design/flow/config.mk WORK_HOME=/design/flow/orfs finish
File: design/flow/config.mk
export PLATFORM = sky130hd
export DESIGN_NAME = RegFile
export DESIGN_NICKNAME = RegFile
export VERILOG_FILES = /design/flow/design.v
export SDC_FILE = /design/flow/constraint.sdc
export NUM_CORES = 4
export LEC_CHECK = 1
export CORE_UTILIZATION = 40
File: design/flow/constraint.sdc
current_design RegFile

set clk_period 7.0
set clk_io_pct 0.2

create_clock -name clk0 -period $clk_period [get_ports {clk}]

set non_clock_inputs [all_inputs -no_clocks]
set_input_delay [expr $clk_period * $clk_io_pct] -clock clk0 $non_clock_inputs
set_output_delay [expr $clk_period * $clk_io_pct] -clock clk0 [all_outputs]
==> CHANGELOG.md <==
## Implementation

* WP depth at 9
* DR vias at 44409
* Most numerous logic cell after layout: dfrtp_1
* Synth Cell Area at 50900 um2
* Clock period minus worst slack at 6780 ps
* Maximum fanout along the worst path at 22
* R2R depth at 1
* Post-CTS Hold Buffers at 0
* Worst path top cell family by delay: buffers and inverters
* XORs/XNORs by Area at 0%
* Core ar. at 126000 um2
* Root Driver: clkbuf_16
* RSZ-0062 raised after global routing: false
* Clock skew at 0 ps
* Setup violators final at 0
* Fin cells at 6156
* Cell Area, Placed at 55100 um2
* GR Layer Usage met1 at 53.5%
* DP Worst Slack at 659 ps
* Initial antenna violation count at 19
* Die Y-Extent at 359 um
* Actual slew at the worst max-slew pin at 1200 ps
* Reg2reg start: Regfile[17][7]$_DFFE_PP0P_
* Max VDD drop at 0.196 mV
* Grt met2 use at 54.9%
* Layout cells sized above 1 at 35.1%
* Outcome: finished clean
* Aoi share at 15.8%
* Mux area share at 22.5%
* Crit path from: readReg2[0]
* Final hold slack at 402 ps
* WL/cell at 42.7 um
* Clk slew on worst S/H paths at 60 ps
* Final ANT Viol Nets at 0
* P_leak at 0.0256 uW
* Die Area at 129000 um2
* Syn Inst Count at 4351
* Post-cts sizing count at 0
* Count of library flops with an enable pin at 0
* Yosys warns at 2
* Clk latency late pin at 750 ps
* Flop2flop setup slack at 6090 ps
* DR vias/cell at 7.21
* Highest clock rate at 147 MHz
* Crit path DAT at 5380 ps
* Post-synth cell types at 62
* Fp util at 40.5%
* Num rows at 130
* FF-to-FF End: Regfile[17][7]$_DFFE_PP0P_
* Detailed Routing Iterations Pass 1 at 10
* Crit path kind: in -> out
* Final slew viol count at 0
* Largest stage delay, worst path at 720 ps
* GPL Wtd Cong at 1.06
* Cell Pwr Density at 283 nW/um2
* Ys flops at 1024
* Most numerous logic cells after layout: 1024 x dfrtp_1, 1002 x mux2_2, 806 x a22oi_1, 254 x buf_4, 217 x nand2_1
* Top non-seq family: multiplexers
* Yosys stat cell total at 4351
* Post-CTS setup buffers at 0
* Synthesis area per yosys at 50900 um2
* I/O pin total at 114
* Avg Synthesized Cell Area at 11.7 um2
* Number of global-route vias before repair at 43057
* Max Cap Violations at 0
* Clk sinks at 1024
* Max clock buf depth at 3
* Final Worst Setup Slack at 220 ps
* Crit path to: readData2[31]
* Required @ worst endpoint at 5600 ps
* Synth async-reset ratio at 100%
* Port buffer count at 113
* Hold Path Class: reg -> reg
* H-tree depth at 3
* Synthesis-to-layout area growth at 15.7%
* Global-route wire length before repair at 359000 um
* Max reg flops at 1024
* Count of tool warnings at 39
* Drt drc at 0
* Fillers at 11314
* Commonest flop: dfrtp_1
* Synth Area in Adders at 0%
* Slowest-stage cell, CP: buf_4
* Crit. End Element: output pin
* CTS Buf Count at 109
* Total negative slack at 0 ps
* Detailed-route wire length at 263000 um
* Seq share, synth at 50.3%
* Final Hold Fails at 0
* Most Used Layer, Global Route: met2
* Initial DRC count at 6031
* Global Route Usage Sum at 42.0%
* Simple-gate share of the synthesized area at 7.38%
* CP cell instances: buf_2, nand3b_1, nor2_4, buf_4, a22oi_1, nand4_1, nor3_1, a21oi_1, clkdlybuf4s50_1
* CP Launch Type: primary input
* Met3 GRT Util at 26.0%
* Dpl cells at 5944
* CTS tree: yes
* Post-detail-place hpwl at 162000 um
* Rel. slew slack at 19.1%
* Final instance area at 58900 um2
* Largest net degree at the start of global routing at 121
* Final worst path period share at 96.9%
* Overflow after GRT at 0
* Die extent in x at 359 um
* WP buf/inv at 3
## routing by layer
metal,wire [um],vias up,share of wire [%]
met2,104000,3973,40
li1,-,16751,-
met5,677,-,0.26
met1,93000,22339,35
met3,44700,1300,17
met4,20700,46,7.9
## metrics by stage
stage | power (uW) | util [%]
2_1_floorplan | 9280 | -
3_3_place_gp | 10400 | 43.8
3_5_place_dp | 10500 | 43.8
4_1_cts | 16600 | 46.8
5_1_grt | 17200 | 46.8
6_report | 16700 | 46.8
## cells in the mapped netlist, types with 3 or more instances
master     count  area share (%)
and2_1         6           0.074
mux2_2      1002              22
mux2_1         3           0.066
nor2_2        12            0.15
mux2i_1       16            0.31
a2111oi_0      6            0.10
inv_1          5           0.037
nor4_1        33            0.41
a221oi_1      22            0.38
nor3_1        62            0.61
a22o_1        36            0.62
dfrtp_1     1024              50
nor3b_1        5           0.074
a31oi_1       14            0.17
or3b_1         6            0.10
o211ai_1       5           0.074
nor2_1       166             1.2
a222oi_1      21            0.41
nand3b_1      14            0.21
o2111ai_1      4           0.069
clkbuf_1     222             1.6
a32oi_1       19            0.33
a211oi_1       5           0.074
nand2b_1      13            0.16
nor2b_1       14            0.17
buf_2        141             1.4
or2_2          3           0.037
buf_1         56            0.41
nand3_1       50            0.49
or3_1          8           0.098
nand2_1      229             1.7
nand4_1      105             1.3
buf_4         32            0.47
o21ai_0       29            0.28
a211o_1        3           0.052
and3_1         7           0.086
a21oi_1       92            0.90
o32a_1         9            0.18
and4_1        13            0.22
a22oi_1      806              12
nor2_4         5            0.11
o31ai_1        3           0.044
nand4b_1       3           0.052
## cells by family (layout without fill, tap and decap cells)
kind of cell	Yosys count	after routing
AND-OR/OR-AND	1088	1088
flip-flops	1024	1024
multiplexers	1021	1021
AND/OR/NAND/NOR	761	761
buffers and inverters	457	601
other	0	11
## power by group
group	switching (uW)	internal, uW	total, uW
Sequential	1160	7030	8190
Combinational	1090	1240	2340
Clock	2610	3560	6160
## final cells by class
type | instances | area (um2) | area share, %
Timing Repair Buffer | 395 | 3560 | 6.05
Sequential cell | 1024 | 25600 | 43.5
Tap cell | 1650 | 2060 | 3.50
Clock inverter | 53 | 618 | 1.05
Antenna cell | 11 | 27.5 | 0.0467
Inverter | 5 | 22.5 | 0.0382
Clock buffer | 148 | 3120 | 5.30
Multi-Input combinational cell | 2870 | 23900 | 40.5
## how the worst min path moves through the flow
stage / from / to / cells after the start
final: Regfile[0][3]$_DFFE_PP0P_ / Regfile[0][3]$_DFFE_PP0P_ / 0
after global routing: Regfile[0][9]$_DFFE_PP0P_ / Regfile[0][9]$_DFFE_PP0P_ / 0
after CTS: Regfile[0][26]$_DFFE_PP0P_ / Regfile[0][26]$_DFFE_PP0P_ / 0
Power is estimated from default activity; no workload was simulated.
