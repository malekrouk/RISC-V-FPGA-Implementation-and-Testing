==> /design/flow/run.sh <==
#!/bin/bash
# OpenROAD 26Q1-2900-gdf79404cd8, Yosys 0.63+post, stock flow scripts
make -C /OpenROAD-flow-scripts/flow DESIGN_CONFIG=/design/flow/config.mk WORK_HOME=/design/flow/orfs finish
==> /design/flow/config.mk <==
export PLATFORM = sky130hd
export DESIGN_NAME = DataMem
export DESIGN_NICKNAME = DataMem
export VERILOG_FILES = /design/flow/design.v
export SDC_FILE = /design/flow/constraint.sdc
export NUM_CORES = 4
export LEC_CHECK = 1
export CORE_UTILIZATION = 40
==> /design/flow/constraint.sdc <==
current_design DataMem

set clk_period 36.4
set clk_io_pct 0.2

create_clock -name clk0 -period $clk_period [get_ports {clk}]

set non_clock_inputs [all_inputs -no_clocks]
set_input_delay [expr $clk_period * $clk_io_pct] -clock clk0 $non_clock_inputs
set_output_delay [expr $clk_period * $clk_io_pct] -clock clk0 [all_outputs]
==> /design/flow/design.v <==
`timescale 1ns / 1ps
module DataMem
(input clk, input MemRead, input MemWrite,
input [7:0] addr, input [31:0] data_in, input [2:0] funct3, output reg [31:0] data_out);
reg [7:0] mem [0:255];  
always @(*) begin
case(funct3)
0: data_out = MemRead? {{24{mem[addr][7]}}, mem[addr]} : data_out;  
1: data_out = MemRead? {{16{mem[addr+1][7]}},mem[addr+1],mem[addr]} : data_out;   
2: data_out = MemRead? {mem[addr+3],mem[addr+2],mem[addr+1],mem[addr]} : data_out;   
4: data_out = MemRead? {24'b0, mem[addr]} : data_out;  
5:data_out = MemRead? {16'b0, mem[addr+1], mem[addr]} : data_out;  
endcase
end
always @(posedge clk)
begin
if(MemWrite)
begin
case(funct3)
0: mem[addr] = data_in[7:0];  
1: begin  
mem[addr] = data_in[7:0];
mem[addr+1] = data_in[15:8];
end
2:begin  
mem[addr] = data_in[7:0];
mem[addr+1] = data_in[15:8];
mem[addr+2] = data_in[23:16];
mem[addr+3] = data_in[31:24];
end
endcase
end
end
endmodule
==> results_slide.txt <==
Key Metrics from the Run

STA
  – Endpoints failing hold: 0
  – Register pins left without a clock: 32
  – Final setup TNS: 0 ns
  – Slew Viols, Final: 0
  – Max Freq: 80.66 MHz
  – RSZ-0062 raised after global routing: no
  – Endpoints left unconstrained: 64
  – Post-layout period usage: 0.3406
  – Worst setup margin: 24.00 ns
  – Clock period minus worst slack: 12.40 ns
  – # setup viols final: 0
  – Slew margin rel.: 0.06364
  – Slew @ Worst Pin: 1.395 ns

Power and ir drop
  – Combinational power share: 0.272
  – Sw Ratio: 0.3591
  – Design Power: 0.007484 W
  – Cell Int Power: 0.004796 W
  – Clock group share of total power: 0.377
  – PwrDens: 33.86 nW/um^2
  – Worst VDD drop: 0.04128 mV
  – Leak: 82.00 nW
  – Flop pwr share: 0.350
  – Psw: 0.002687 W

Synth
  – Ys async rst share: 0
  – Most used flip-flop cell: edfxtp_1
  – Mapped cell area: 202300 um^2
  – Yosys synthesis chip area: 202300 um^2
  – Mean Syn Cell Area: 11.51 um^2
  – Yosys Instances: 17580
  – Syn Inst Count: 17580
  – EDFF count, synth: 2048
  – Count of different cell masters after synthesis: 77
  – Yosys Warn Count: 1
  – FF+latch count, synth: 2080

GRT
  – GRT Max-Usage Layer: met2
  – Vias in the first global route: 168700
  – First-pass GRT wire length: 1607000 um
  – GRT Util Overall: 0.5046
  – Gr ovfl total: 0
  – Largest net degree at the start of global routing: 116
  – M2 GR Usage: 0.6141
  – Initial antenna violation count: 256
  – Met3 GRT Util: 0.4291
  – Met1 Use GR: 0.5505

Clock network
  – Post-cts hold buffer count: 0
  – # Post-CTS Setup Buffers: 0
  – Cts repair resizes: 0
  – CTS tree: yes
  – H-tree levels: 5
  – Clock Pin Slew Worst Setup and Hold Paths: 0.06 ns
  – Inserted Clock Buffers: 278
  – Maximum root-to-sink buffer count: 4
  – Root buf cell: clkbuf_16

Run
  – Max cap viols: 0
  – Tool warnings: 47

Placement
  – Buffers on Ports: 77
  – Final Wtd Congestion: 1.139
  – Place WS: 23.59 ns
  – HPWL after DPL: 839900 um
  – Placed Cells: 23280

Die
  – Die H: 713.2 um
  – Core area: 502600 um^2
  – Core Util at FP: 0.4025
  – Die X: 713.2 um
  – DIE AREA: 508600 um^2
  – Row cnt: 260
  – Top Ports: 78

Detailed routing
  – DR iter-0 viols: 22380
  – Post-route DRC violation count: 0
  – Drt first pass iters: 7
  – Via density: 7.482
  – Wire length per cell after detailed routing: 50.65 um
  – Post-detailed-routing wire length: 1226000 um
  – Detail Route Antenna Nets: 0
  – Vias: 181200

Critical path
  – Family with the most delay on the worst path: buffers and inverters
  – Critical Path Source Type: input pin
  – Most common cell on crit path: buf_4
  – CP cell instances: buf_8 -> buf_4 -> buf_4 -> xnor2_2 -> buf_4 -> buf_4 -> buf_4 -> nor3_2 -> buf_4 -> nand2_1 -> o2111ai_1
  – Worst path bufs/invs: 7
  – Worst Setup End Kind: flop
  – CP peak stage delay: 0.75 ns
  – Worst path required time: 37.00 ns
  – Slowest-stage cell, CP: nand2_1
  – Worst-path fanout max: 30
  – WS Path Type: in -> reg
  – CP arrival: 12.99 ns

Final layout
  – Most instantiated logic cell after routing: mux4_2
  – Register area: 61980 um^2
  – Share of cells above drive strength 1: 0.3344
  – Gate Area: 132100 um^2
  – Area Growth Syn to Fin: 9.255%
  – Top Layout Cells: 2439 x mux4_2, 2122 x mux2i_1, 2048 x edfxtp_1
  – Fillcell total: 45430
  – Post-Layout Cell Count: 24210

Status
  – Outcome: completed

Min path
  – Min-Delay Path Class: in -> reg
layer usage:
layer  wire [um]  share of wire
met2      473700           0.39
met3      254400           0.21
met1      373600           0.30
met5       10520         0.0086
met4      114200          0.093
final cells by class:
| cell class | count | area share |
|---|---|---|
| diodes | 437 | 0.004947 |
| clock buffers | 340 | 0.03262 |
| clock inverters | 155 | 0.007127 |
| inverters | 3 | 0.00005094 |
| multi-input cells | 13430 | 0.5974 |
| flip-flops and latches | 2080 | 0.2804 |
| well taps | 6681 | 0.03782 |
| repair buffers | 1086 | 0.03962 |
cell families after synthesis:
logic type      share of synthesized area
buf+inv                           0.04603
fa+ha+maj                       0.0006184
mux                                0.4628
latches                          0.002375
simple gates                      0.08516
compound gates                    0.09789
xor+xnor                         0.001194
flops                              0.3040
synth_stat cells, types with 335 or more instances:
master	number	area, um^2
nand2_1	1849	6940
mux2_2	1550	17450
clkbuf_1	1412	5300
mux4_2	2439	54930
buf_2	335	1677
a21o_1	515	3866
mux2i_1	2122	21240
o21ai_0	605	3028
a21oi_1	801	4009
a211oi_1	523	3926
edfxtp_1	2048	61500
nor2_1	1700	6381
path summary, 6_finish.rpt:
check / slack (ns) / startpoint / cells after the start / to
hold / removal: 6.83 / data_in[31] / 2 / mem[249][7]
setup / recovery: 24.00 / addr[2] / 11 / mem[97][1]
power by group through the flow:
stage	registers (W)	logic, W	clock network [W]
CTS	0.00262	0.00188	0.00281
finish	0.00262	0.00204	0.00282
global route	0.00262	0.00199	0.00289
through the flow:
| stage | instance area (um^2) | utilization | hold slack (ns) |
|---|---|---|---|
| 2_1_floorplan | 202300 | - | 7.775 |
| 3_3_place_gp | 211100 | 0.4201 | 7.899 |
| 3_5_place_dp | 211200 | 0.4201 | 7.896 |
| 4_1_cts | 219900 | 0.4376 | 6.824 |
| 5_1_grt | 220600 | 0.4390 | 6.864 |
| 6_report | 221000 | 0.4398 | 6.832 |
state kept, by name (all words and copies together) (netlist names):
signal	count
mem	2048
data_out	32
Power and IR drop assume default switching activity.
